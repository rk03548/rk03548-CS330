--- constraint.sdc ---
current_design clock_divider

set clk_period 5.2
set clk_io_pct 0.2

create_clock -name clk0 -period $clk_period [get_ports {clock_n}]

set non_clock_inputs [all_inputs -no_clocks]
set_input_delay [expr $clk_period * $clk_io_pct] -clock clk0 $non_clock_inputs
set_output_delay [expr $clk_period * $clk_io_pct] -clock clk0 [all_outputs]
--- run.sh ---
#!/bin/bash
# OpenROAD 26Q1-2900-gdf79404cd8, Yosys 0.63+post, stock flow scripts
make -C /OpenROAD-flow-scripts/flow DESIGN_CONFIG=/design/flow/config.mk WORK_HOME=/design/flow/orfs finish
--- design.v ---
module clock_divider
(
	input clock_n,reset_p,
	output reg div_clk
);
parameter max_count = 40000000;
reg [31:0] counter;
always @(posedge reset_p or negedge clock_n)
begin
	if(reset_p)
		begin
		div_clk <= 0;
		counter <= 0;
		end
	else
	begin
		if(counter == max_count)
			begin
			div_clk <= ~div_clk;
			counter <= 0;
			end
		else
			counter <= counter + 1;
	end
end
endmodule
--- config.mk ---
export PLATFORM = sky130hd
export DESIGN_NAME = clock_divider
export DESIGN_NICKNAME = clock_divider
export VERILOG_FILES = /design/flow/design.v
export SDC_FILE = /design/flow/constraint.sdc
export NUM_CORES = 4
export LEC_CHECK = 1
export CORE_UTILIZATION = 40
==> impl_metrics.py <==
# Synthesis and PnR figures
metrics = {
    "power": {
        "vdd_drop_max_mv": 0.159,
        "power_density_mw_per_mm2": 256,
        "leakage_nw": 0.806,
    },
    "worst_setup_path": {
        "crit_chain": "clkdlybuf4s50_1",
        "critical_path.top_delay_family": "buffers and inverters",
        "crit_type": "reg2out",
        "critPathLaunchType": "register",
        "worstPathArrival_ns": 3.77,
        "reg2reg_from": "counter[0]",
        "crit_path_start": "div_clk",
        "worst-path-max-fanout": 2,
        "crit_required_ns": 4.16,
        "critPathCaptureType": "output port",
        "slowest_delay_ns": 0.47,
        "cp_num_buf_inv": 1,
        "slowest_stage": "clkdlybuf4s50_1",
    },
    "flow_run": {
        "drv_cap": 0,
        "warnings": 26,
    },
    "sta": {
        "setup_viol": 0,
        "drv_slew": 0,
        "hold_violations": 0,
        "setup_tns_ns": 0,
        "rsz0062_at_grt": "no",
        "tightestPinTransition_ns": 0.576,
        "slew_headroom_pct": 61.3,
        "fin_worst_hold_slack_ns": 0.426,
        "fin_worst_skew_ns": 0.00455,
    },
    "synth": {
        "ys_sh_mux_pct": 2.98,
        "ys_warn_count": 1,
        "syn_avg_cell_area_sq_um": 10.8,
        "synth-seq-cells": 33,
        "ys_cells": 156,
        "simple_gate_area_share_pct": 28.1,
        "yosys.area.top_type": "dfrtn_1",
        "area_leaders": "dfrtn_1 49%, xnor2_1 11%, nand4_1 4.1%, nand3_1 3.9%, mux2i_1 3.0%",
        "adder_share_pct": 1.49,
        "synth_area_sq_mm": 0.00168,
        "synthXorXnorAreaFrac_pct": 13.0,
        "topCombFamilyByArea": "simple AND/OR/NAND/NOR gates",
        "synth-area-yosys_sq_mm": 0.00168,
        "yosysUniqueCellTypes": 29,
        "top_cell_area_share_pct": 49.2,
        "ys_seq_share_pct": 49.2,
        "yosys.area_share.aoi_pct": 2.83,
        "synth_cells": 156,
    },
    "global_routing": {
        "antenna_found_initial": 0,
        "grt_use_total_pct": 17.3,
        "grt_max_degree": 34,
        "grt_pass1_wl_microns": 5510,
        "grt-ovfl-total": 0,
        "grt_pass1_vias": 1147,
    },
    "clock_network": {
        "post-cts-setup-buffers": 0,
        "clk_latency_ns": 0.29,
        "cts_max_level": 2,
        "numCtsBuffers": 5,
        "ctsResizeCount": 0,
        "path_clk_slew_ns": 0.04,
        "root_buffer": "clkbuf_8",
        "cts_hold_buf": 0,
        "cts_tree": "yes",
        "cts_buffer_depth": 2,
        "clock_sinks": 33,
    },
    "finish": {
        "final_cells": 215,
        "stdcell_area_sq_mm": 0.00185,
        "syn_to_final_growth_pct": 10.4,
        "fin_util_pct": 46.3,
        "drive_above_1_share_pct": 11.5,
    },
    "floorplanning": {
        "ios": 3,
        "die_h_microns": 66.8,
        "placementRows": 23,
        "fp_util_pct": 41.9,
        "dieArea_sq_mm": 0.00446,
        "fp.dieW_microns": 66.8,
        "core_sq_mm": 0.00400,
    },
    "placement": {
        "placed_cell_area_sq_mm": 0.00175,
        "dpl.hpwl_microns": 2090,
        "place.port_buffers": 2,
        "routabilityCongestion": 0.818,
        "place_inst": 207,
    },
    "routing": {
        "drt_iter0_drc": 28,
        "drt-pass1-iter-count": 4,
        "wire_per_inst_microns": 14.4,
        "vias": 1172,
        "finalWirelength_microns": 3090,
        "drcViolationCount": 0,
        "antenna_cells": 0,
        "vias_per_cell": 5.45,
        "antenna_left": 0,
    },
    "worst_hold_path": {
        "holdCritPathClass": "reg2reg",
        "worstHoldStart": "counter[0]",
    },
    "status": {
        "status": "completed",
    },
}
-- cell families after synthesis --
logic type,after synthesis
buffers and inverters,8
XOR/XNOR,25
flip-flops,33
multiplexers,5
adder cells (fa/ha/maj),2
AND-OR/OR-AND,7
AND/OR/NAND/NOR,76
-- where the power goes --
| group | internal [mW] | switching, mW | leakage [nW] |
|---|---|---|---|
| Sequential | 0.258 | 0 | 0.451 |
| Clock | 0.120 | 0.0910 | 0.0542 |
| Combinational | 0.00120 | 0.00481 | 0.300 |
-- per-layer routing --
| layer | routed length [microns] | global-route usage, % | part of all wire, % |
|---|---|---|---|
| met3 | 141 | 5.56 | 4.6 |
| met1 | 1560 | 27.4 | 51 |
| met4 | 19 | 2.39 | 0.61 |
| met2 | 1370 | 24.7 | 44 |
| met5 | 0 | 0 | 0 |
-- per-stage QoR --
step	total power [mW]	setup slack, ns
floorplan	0.266	0.930
global placement	0.269	0.691
detailed placement	0.269	0.705
CTS	0.480	0.374
global route	0.494	0.350
finish	0.475	0.385
-- sequential cells by signal (all words and copies together), names as in the netlist --
name,cells
counter,32
div_clk,1
-- cells in the final DEF (no fill, tap or decap), drive strengths merged --
cell type,instances
and3,4
and4,2
buf,1
clkbuf,7
clkdlybuf4s50,2
clkinv,1
dfrtn,33
ha,2
inv,6
mux2i,5
nand2,12
nand3,14
nand4,14
nor2,11
nor2b,1
nor3,6
nor3b,1
nor4,6
nor4b,4
o21ai,5
o221ai,1
o31ai,1
or4,1
xnor2,21
xor2,4
-- final timing paths --
kind                                to  slack, ns  cells past startpoint
max reg2reg                counter[28]       3.20                      5
max in group asynchronous   counter[8]       1.25                      3
min in group asynchronous  counter[25]       3.63                      3
min reg2reg                 counter[0]       0.43                      1
min                         counter[0]       0.43                      1
max                            div_clk       0.39                      1
-- cell usage after synthesis, drive strengths merged --
library cell	count
mux2i	5
nand4	14
and4	2
nand3	14
dfrtn	33
nor2	11
buf	2
xor2	4
inv	6
nor4	6
xnor2	21
nor4b	4
and3	4
ha	2
o221ai	1
nand2	12
nor3	6
o21ai	5
nor2b	1
or4	1
o31ai	1
nor3b	1
-- final cells by class --
type	count	area, sq um
Timing Repair Buffer	3	27.5
Clock buffer	7	96.3
Tap cell	50	62.6
Inverter	6	22.5
Sequential cell	33	826
Fill cell	355	2150
Multi-Input combinational cell	115	813
Clock inverter	1	5.00
No activity file was given, so power comes from the tool's default toggle rates.
