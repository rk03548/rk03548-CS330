**flow/run.sh**
```bash
#!/bin/bash
# OpenROAD 26Q1-2900-gdf79404cd8, Yosys 0.63+post, stock flow scripts
make -C /OpenROAD-flow-scripts/flow DESIGN_CONFIG=/design/flow/config.mk WORK_HOME=/design/flow/orfs finish
```
**flow/constraint.sdc**
```tcl
current_design Instruction_Fetch

set clk_period 1.3
set clk_io_pct 0.2

create_clock -name clk0 -period $clk_period [get_ports {clk}]

set non_clock_inputs [all_inputs -no_clocks]
set_input_delay [expr $clk_period * $clk_io_pct] -clock clk0 $non_clock_inputs
set_output_delay [expr $clk_period * $clk_io_pct] -clock clk0 [all_outputs]
```
**flow/design.v**
```verilog
module Instruction_Fetch
  (
    input clk,
    input reset,
    output wire [31:0] instruction
  );
  wire [63:0] PCout;
  wire [63:0] adderout;
  Program_Counter PC
  (
    .clk(clk),
    .reset(reset),
    .PC_in(adderout),
    .PC_out(PCout)
  );
  adder a
  (
    .a(PCout),
    .b(64'd4),
    .c(adderout)
  );
  Instruction_Memory IM
  (
    .Inst_Addr(PCout),
    .Instruction(instruction)
  );
endmodule
module Instruction_Memory
  (
    input [63:0] Inst_Addr,
    output reg [31:0] Instruction
  );
reg [7:0] bytes[15:0];
  initial
  begin
    bytes[0] = 8'b10000011;
    bytes[1] = 8'b00110100;
    bytes[2] = 8'b00000101;
    bytes[3] = 8'b00001111;
    bytes[4] = 8'b10110011;
    bytes[5] = 8'b10000100;
    bytes[6] = 8'b10011010;
    bytes[7] = 8'b00000000;
    bytes[8] = 8'b10010011;
    bytes[9] = 8'b10000100;
    bytes[10] = 8'b00010100;
    bytes[11] = 8'b00000000;
    bytes[12] = 8'b00100011;
    bytes[13] = 8'b00111000;
    bytes[14] = 8'b10010101;
    bytes[15] = 8'b00001110;
  end
  always @(Inst_Addr)
    begin
      Instruction[7:0] = bytes[Inst_Addr];
      Instruction[15:8] = bytes[Inst_Addr+1];
      Instruction[23:16] = bytes[Inst_Addr+2];
      Instruction[31:24] = bytes[Inst_Addr+3];
    end
endmodule
module Program_Counter
  (
    input clk,
    input reset,
    input [63:0] PC_in,
    output reg [63:0] PC_out
  );
  initial
    PC_out = 64'd0;
  always@(posedge reset or posedge clk)
    if (reset == 1'b1)
      begin
        PC_out = 64'd0;
      end
    else
      begin
        PC_out = PC_in;
      end
endmodule 
module adder
  (
    input [63:0] a,
    input [63:0] b,
    output reg [63:0] c
  );
  always@(*)
  begin
    c = a + b;
  end
endmodule
```
**flow/config.mk**
```make
export PLATFORM = sky130hd
export DESIGN_NAME = Instruction_Fetch
export DESIGN_NICKNAME = Instruction_Fetch
export VERILOG_FILES = /design/flow/design.v
export SDC_FILE = /design/flow/constraint.sdc
export NUM_CORES = 4
export LEC_CHECK = 1
export CORE_AREA = 10 10 70 70
export DIE_AREA = 0 0 80 80
```
==> flow_summary.json <==
{
  "leakagePower_nw": 0.304,
  "wire_per_inst_um": 9.02,
  "cp.depth": 5,
  "drt_iter0_drc": 0,
  "period_used_pct": 112,
  "cts.clk_slew.worst_paths_ps": 30,
  "syn_to_final_growth_pct": 80.5,
  "rr_worst_depth": 3,
  "logic_family": "buffers and inverters",
  "io_buffers": 19,
  "drv_cap": 0,
  "core_region_area_um2": 3420,
  "cp-start-kind": "flip-flop",
  "violations": "negative setup slack",
  "crit_buf_inv": 4,
  "cts_tree": "built",
  "hold_class": "in2async",
  "detail_route.vias_per_cell": 2.49,
  "cts_buffer_depth": 2,
  "fmax_mhz": 685,
  "first_global_vias": 321,
  "ys_sh_adder_pct": 21.7,
  "arrival_ps": 1200,
  "aoi_share_pct": 0,
  "final_area_um2": 626,
  "root_buffer": "clkbuf_4",
  "endpoint_kind": "output port",
  "crit_family": "flip-flops",
  "overflow": 0,
  "worstPathCellList": "inv_2 -> ha_4 -> inv_4 -> buf_6 -> buf_2",
  "grt_pass1_wl_um": 1460,
  "worstSkewPairLatency_ps": 220,
  "hold_viol": 0,
  "synth_cell_types": 5,
  "fp_util_pct": 10.1,
  "avgSynthCellArea_um2": 8.25,
  "mux_area_share_pct": 0,
  "cts_buffers": 3,
  "cts_max_level": 1,
  "insertedDiodeCount": 0,
  "warning_count": 32,
  "fin_skew_ps": 0.639,
  "synth_area_um2": 347,
  "pin_count": 34,
  "final.min_clock_period_ps": 1460,
  "final.setup.worst_slack_ps": -161,
  "ir_drop_v": 0.0000895,
  "ys_sh_simple_pct": 0,
  "yosysCellCount": 42,
  "drive_gt1_share_pct": 70.3,
  "layoutNonFillerInstCount": 110,
  "place_congestion": 0.656,
  "placedCellCount": 98,
  "grt_antenna_before_repair": 0,
  "dieWidth_um": 80,
  "crit_start": "PC.PC_out[2]$_DFF_PP0_",
  "ant_nets": 0,
  "ys_sh_xor_pct": 0,
  "fp-row-count": 21,
  "slowest_delay_ps": 370,
  "r2r-start": "PC.PC_out[2]$_DFF_PP0_",
  "ys_seq_elements": 2,
  "status": "finished, violations left",
  "die_h_um": 80,
  "rsz0062_at_grt": "true",
  "criticalPathCategory": "reg2out",
  "cts_hold_buf": 0,
  "setup-violations-final": 14,
  "crit_path_top_delay_cell": "dfrtp_1",
  "track_usage_pct": 2.85,
  "routed_wl_um": 992,
  "clock_sinks": 2,
  "ys_area_um2": 347,
  "drv_slew": 0,
  "required_ps": 1040,
  "place_area_um2": 482,
  "grt_max_degree": 6,
  "crit_path_max_fanout": 4,
  "largest_reg_flops": 2,
  "dieArea_um2": 6400,
  "firstDrtPassIters": 1,
  "power_density_nw_per_um2": 329,
  "ys_seq_share_pct": 14.4,
  "syn_inst": 42,
  "dr_total_vias": 274,
  "drc": 0,
  "synth.yosys.warnings": 3,
  "dp_hpwl_um": 696
}
synthesized netlist by cell type:
cell,instances,area (um2)
buf_4,25,188
ha_1,6,75.1
inv_1,7,26.3
dfrtp_1,2,50.1
conb_1,2,7.51
cells by family (layout without fill, tap and decap cells):
family | Yosys count | in the layout
buffers and inverters | 32 | 42
adder cells (fa/ha/maj) | 6 | 6
other | 2 | 14
flip-flops | 2 | 2
layout by cell type (no fill, tap or decap), drive strengths merged:
master | netlist | final
buf | 25 | 27
dfrtp | 2 | 2
conb | 2 | 14
inv | 7 | 7
clkbuf | 0 | 7
ha | 6 | 6
clkdlybuf4s50 | 0 | 1
layout make-up:
| type | count | area (um2) |
|---|---|---|
| multi-input combinational | 20 | 203 |
| inverter | 7 | 28.8 |
| fill | 377 | 2790 |
| tap | 46 | 57.6 |
| sequential | 2 | 50.0 |
| clock buffer | 3 | 22.5 |
| timing repair buffer | 32 | 264 |
path summary, 6_finish.rpt:
check,to,slack (ps)
max in group asynchronous,PC.PC_out[2]$_DFF_PP0_,1000
hold reg to reg,PC.PC_out[2]$_DFF_PP0_,630
hold / removal,PC.PC_out[3]$_DFF_PP0_,190
setup reg to reg,PC.PC_out[3]$_DFF_PP0_,370
setup / recovery,instruction[27],-160
min in group clk0,PC.PC_out[2]$_DFF_PP0_,630
metrics by stage:
stage	setup TNS, ps	setup WS, ps	hold WS, ps	utilization (%)	power (W)
after global placement	-3150	-281	421	14.1	0.0000723
final	-1390	-161	189	18.3	0.000206
after CTS	-1470	-159	185	18.2	0.000218
after detailed placement	-3150	-288	420	14.1	0.0000713
after global routing	-2190	-230	198	18.3	0.000228
after floorplan	0	16.9	1.18	-	0.0000944
routing by layer:
metal  track usage, %  wire length [um]  vias up
met4             1.23                34        0
met2             3.85               405       27
met3             1.70               153        2
met1             3.52               399      120
li1                 -                 -      125
met5                0                 0        -
report_power, final:
group,internal (W),leakage [nW],switching (W)
sequential,0.0000627,0.0286,0
clock,0.000102,0.0138,0.0000347
combinational,0.00000280,0.262,0.00000371
repair_timing:
action | in CTS | in global routing
endpoints found under the setup margin | 18 | 18
pin swaps | 4 | 3
endpoints found under the hold margin | 0 | 0
buffers inserted | 9 | 0
gates resized | 78 | 8
No activity file was given, so power comes from the tool's default toggle rates.
