**./run.sh**
```bash
#!/bin/bash
# OpenROAD 26Q1-2900-gdf79404cd8, Yosys 0.63+post, stock flow scripts
make -C /OpenROAD-flow-scripts/flow DESIGN_CONFIG=/design/flow/config.mk WORK_HOME=/design/flow/orfs finish
```
**./config.mk**
```make
export PLATFORM = sky130hd
export DESIGN_NAME = registerFile
export DESIGN_NICKNAME = registerFile
export VERILOG_FILES = /design/flow/design.v
export SDC_FILE = /design/flow/constraint.sdc
export NUM_CORES = 4
export LEC_CHECK = 1
export CORE_UTILIZATION = 30
```
**./constraint.sdc**
```tcl
current_design registerFile

set clk_period 16.9
set clk_io_pct 0.2

create_clock -name clk0 -period $clk_period [get_ports {clk}]

set non_clock_inputs [all_inputs -no_clocks]
set_input_delay [expr $clk_period * $clk_io_pct] -clock clk0 $non_clock_inputs
set_output_delay [expr $clk_period * $clk_io_pct] -clock clk0 [all_outputs]
```
**./design.v**
```verilog
module registerFile
  (
    input [63:0] WriteData,
    input [4:0] RS1,
    input [4:0] RS2,
    input [4:0] RD,
    input RegWrite,
    input clk,
    input reset,
    output reg [63:0] ReadData1,
    output reg [63:0] ReadData2
  );
  reg [63:0] Registers[31:0];
  initial
  begin
    Registers[0] = 64'h0;
    Registers[1] = 64'd2;
    Registers[2] = 64'd40;
    Registers[3] = 64'd38;
    Registers[4] = 64'd100;
    Registers[5] = 64'd110;
    Registers[6] = 64'd500;
    Registers[7] = 64'd1000;
    Registers[8] = 64'd10000;
    Registers[9] = 64'd51;
    Registers[10] = 64'd90;
    Registers[11] = 64'd9000;
    Registers[12] = 64'd150;
    Registers[13] = 64'd200;
    Registers[14] = 64'd400;
    Registers[15] = 64'd10;
    Registers[16] = 64'd348;
    Registers[17] = 64'd73;
    Registers[18] = 64'd323;
    Registers[19] = 64'd402;
    Registers[20] = 64'd232;
    Registers[21] = 64'd21;
    Registers[22] = 64'd22;
    Registers[23] = 64'd23;
    Registers[24] = 64'd24;
    Registers[25] = 64'd25;
    Registers[26] = 64'd26;
    Registers[27] = 64'd27;
    Registers[28] = 64'd28;
    Registers[29] = 64'd29;
    Registers[30] = 64'd30;
    Registers[31] = 64'd31;
  end
  always@(posedge clk)
  begin
    if (RegWrite == 1'b1 && RD != 0)
      begin
        Registers[RD] = WriteData;
      end
  end
  always @(RS1 or RS2 or reset or clk)
  begin
    if (reset == 1'b1)
      begin
        ReadData1 = 64'b0;
        ReadData2 = 64'b0;
      end
    else
      begin
        ReadData1 = Registers[RS1];
        ReadData2 = Registers[RS2];
      end
  end
endmodule
```
==> flow_summary.toml <==
# physical design summary
[clock_tree]
cts_buffers = 211
cts_resized = 0
clk_pin_slew_ps = 60
cts_root_buffer = "clkbuf_16"
cts_buffer_depth = 3
cts_tree = "done"
hold_buffers = 0
cts_setup_buffers = 0
h-tree-depth = 4
clock_sinks = 2048

[layout]
final_layout_top_logic_cells = "edfxtp_1 (2048), mux4_2 (937), buf_4 (322), clkbuf_16 (215), mux2i_1 (202)"
mostFrequentLayoutCell = "edfxtp_1"
final_util = 0.351
drive_gt1_frac = 0.346
ff_latch_area_um2 = 61500
syn_to_final_growth_pct = 15.9
fill_cells = 28527
largest_reg_flops = 2048
logic_area_um2 = 31400

[logic_synthesis]
synth_area_um2 = 94700
syn-instance-count = 4615
ys.flops = 2048
ys_warn_count = 1
yosys-stat-cells = 4615
yosysUniqueCellTypes = 59
flop_cell = "edfxtp_1"
ys_seq_share = 0.650
syn-mean-instance-area_um2 = 20.5
synthArstFlopShare = 0
synth-edff-count = 2048
yosys_area_um2 = 94700

[sta]
max_freq_mhz = 88.0
max_slew_margin = 0.335
tightestPinTransition_ps = 994
finalSetupViolations = 0
hold_viol = 0
fin_tns_setup_ps = 0
finalMaxSlewViolations = 0
rsz0062_at_grt = "false"
min_period_ps = 11360
post-route-period-util = 0.672

[run]
warning_count = 26
cap_violations = 0

[placement]
place_congestion = 0.865
dpl.hpwl_mm = 192
portBuffers = 209

[pwr]
p_comb_frac = 0.091
p_clk_frac = 0.407
ir_drop_mv = 0.113
cellPowerDensity_nw_per_um2 = 103
p_seq_frac = 0.502
p_sw_mw = 2.62
p_int_mw = 8.72
swShare = 0.231
leakage_nw = 34.2

[worst_setup_path]
slowest_stage = "clkdlybuf4s50_1"
required_ps = 13520
crit_fanout = 54
crit_path_frequent_cell = "buf_4"
arrival_ps = 7980
crit_chain = "buf_8 -> buf_4 -> buf_4 -> buf_4 -> mux4_2 -> mux2_2 -> o21ai_0 -> nor4_1 -> clkdlybuf4s50_1"
critPathKind = "in2out"
crit_path_start_kind = "primary input"
cpPeakStageDelay_ps = 860
critical_path.endpoint_type = "output pin"

[route]
drc = 0
wl_per_cell_um = 34.3
drt.antenna.violating_nets = 0
drt_iter0_drc = 3622
first_pass_iters = 6
vias = 53134
drt-total-wl_mm = 322
drt-vias-per-instance = 5.66

[floorplan]
die_area_um2 = 318000
num_rows = 205
initCoreUtil = 0.303
die_width_um = 564
ioPinCount = 210
coreArea_um2 = 313000
die_y_um = 564

[global_routing]
grt_usage = 0.218
grt_max_degree = 85
antenna_found_initial = 17
grt_pass1_wl_mm = 448
overflow = 0
grt_pass1_vias = 59329

[status]
status = "finished clean"

[worst_hold_path]
hold_path_class = "in2reg"
synthesized netlist by cell type, types with 77 or more instances:
cell,n,area [µm²]
clkbuf_1,115,432
mux2_2,157,1770
mux4_2,937,21100
buf_4,77,578
edfxtp_1,2048,61500
nand2_1,89,334
a22oi_1,94,706
nor4_1,82,513
mux2i_1,202,2020
nor2_1,78,293
buf_2,101,505
o22ai_1,186,1160
stage by stage:
stage	std cells	total power, mW	area [µm²]	setup slack, ps	hold slack [ps]
after global placement	8994	6.83	103000	5070	4210
after floorplan	4678	6.37	94900	8600	3480
after CTS	9386	11.4	110000	5430	3290
final	9393	11.3	110000	5540	3330
after detailed placement	8994	6.84	103000	5430	4210
after global routing	9387	11.7	110000	5050	3330
critical path: cells and delay by family:
family	cells	cell delay (ps)
compound gates	1	80
buf+inv	5	3180
mux	2	480
simple gates	1	740
path summary, 6_finish.rpt:
path,from,endpoint,slack [ps],depth (start not counted)
max,RS2[0],ReadData2[53],5540,9
min,WriteData[19],Registers[3][19]$_DFFE_PP_,3330,2
routing by layer:
layer,up-vias,track usage,part of all wire
met3,622,0.197,0.20
met1,27024,0.220,0.30
li1,21167,-,-
met5,-,0.0189,0.0026
met2,4280,0.324,0.46
met4,41,0.0614,0.036
power groups by stage:
stage / sequential (mW) / clock (mW) / combinational, mW
6_report: 5.69 / 4.62 / 1.03
4_1_cts: 5.69 / 4.69 / 1.04
5_1_grt: 5.70 / 4.86 / 1.10
cells by family after synthesis:
logic type	after synthesis	share of synthesized area
buffers and inverters	370	0.0251
other	1	0.0000396
flip-flops	2048	0.650
multiplexers	1307	0.266
AND-OR/OR-AND	461	0.0353
AND/OR/NAND/NOR	428	0.0239
layout make-up:
type                       instances  share of cell area
tap                             4140              0.0472
multi-input combinational       2260               0.286
sequential                      2048               0.561
inverter                           4            0.000137
antenna                            7            0.000160
timing repair buffer             542              0.0435
clock buffer                     253              0.0504
clock inverter                   139              0.0116
Power and IR drop assume default switching activity.
